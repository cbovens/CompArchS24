==> design/flow/design.v <==
module regfile (input logic         clk, 
		input logic 	    we3,  
		input logic [4:0]   ra1, ra2, wa3,  
		input logic [31:0]  wd3,  
		output logic [31:0] rd1, rd2);  
   logic [31:0] 		    rf[31:1];  
   always_ff @ (posedge clk)
      begin
         if(we3 == 1 & wa3 != 0) rf[wa3] <= wd3;  
      end
   always_comb   
      begin    
         rd1 = (ra1 != 0) ? rf[ra1] : 0;  
         rd2 = (ra2 != 0) ? rf[ra2] : 0;
      end
endmodule  
==> design/flow/run.sh <==
#!/bin/bash
# OpenROAD 26Q1-2900-gdf79404cd8, Yosys 0.63+post, stock flow scripts
make -C /OpenROAD-flow-scripts/flow DESIGN_CONFIG=/design/flow/config.mk WORK_HOME=/design/flow/orfs finish
==> design/flow/config.mk <==
export PLATFORM = sky130hd
export DESIGN_NAME = regfile
export DESIGN_NICKNAME = regfile
export VERILOG_FILES = /design/flow/design.v
export SDC_FILE = /design/flow/constraint.sdc
export NUM_CORES = 4
export LEC_CHECK = 1
export CORE_UTILIZATION = 30
==> design/flow/constraint.sdc <==
current_design regfile

set clk_period 9.5
set clk_io_pct 0.2

create_clock -name clk0 -period $clk_period [get_ports {clk}]

set non_clock_inputs [all_inputs -no_clocks]
set_input_delay [expr $clk_period * $clk_io_pct] -clock clk0 $non_clock_inputs
set_output_delay [expr $clk_period * $clk_io_pct] -clock clk0 [all_outputs]
==> results_dict.tcl <==
# place-and-route summary
set metrics [dict create \
    status "finished clean" \
    slew_headroom_pct 37.0 \
    edf_count 992 \
    synth_area_leader_cell "edfxtp_1" \
    finalHoldViolations 0 \
    async_reset_ff_share_pct 0 \
    vdd_ir_drop_max_v 0.000133 \
    final_area_sq_um 53800 \
    cts_tree "built" \
    cp-start-kind "primary input" \
    cts-resized-gates 0 \
    cts-root-buf "clkbuf_16" \
    timing.final.ws_setup_ns 2.55 \
    firstDrtPassIters 7 \
    clockBufferDepth 3 \
    grt_pass1_vias 28900 \
    grt_usage_pct 19.3 \
    hp-class "in2reg" \
    rsz0062_at_grt "false" \
    critPathTopFamily "buffers and inverters" \
    fp_util_pct 30.2 \
    fin_util_pct 34.9 \
    dp_hpwl_microns 81100 \
    port_buffers 112 \
    setup_tns_ns 0 \
    cp_slowest_stage_delay_ns 0.59 \
    grt_overflow 0 \
    hold_start "wd3[21]" \
    antenna_left 0 \
    die_h_microns 396 \
    gp_congestion 0.894 \
    drt_iter0_drc 1916 \
    cts.clk_slew.worst_paths_ns 0.06 \
    p_leak_uw 0.0174 \
    ff_type "edfxtp_1" \
    largest_reg_flops 992 \
    largest_registers "rf (992)" \
    fmax_mhz 144 \
    fp.dieW_microns 396 \
    num_rows 144 \
    crit_buf_inv 4 \
    fill_cells 14200 \
    wl_per_cell_microns 29.1 \
    yosys_cells 2601 \
    syn_area_sq_um 46500 \
    ys_seq_share_pct 64.1 \
    final_layout_size_suffix_gt1_share_pct 24.9 \
    worst-setup-path-type "in2out" \
    critical_path.startpoint "ra2[0]" \
    setup_viol 0 \
    place_area_sq_um 50400 \
    cts_buffers 99 \
    antenna_found_initial 17 \
    yosys.area.top_type_share_pct 64.1 \
    synth_area_per_cell_sq_um 17.9 \
    htree_levels 3 \
    cts_sinks 992 \
    power_density_nw_per_um2 183 \
    end_kind "output pin" \
    ys_area_sq_um 46500 \
    path_max_fanout 84 \
    largest_register "rf" \
    grt_pass1_wl_microns 204000 \
    cpMaxStageDelayCell "buf_12" \
    period_needed_ns 6.95 \
    final_common_cell "edfxtp_1" \
    via_count 26500 \
    yosys_register_bits 992 \
    slew_viol_final 0 \
    cap_violations 0 \
    finalClockPeriodUsage_pct 73.2 \
    cts_setup_buffers 0 \
    synthTopCellsByArea "edfxtp_1, mux4_2, mux2i_1" \
    netlist-cell-type-count 38 \
    io_pins 113 \
    coreArea_sq_um 154000 \
    die_area_sq_um 157000 \
    postSynthCellCount 2601 \
    yosys_warnings 1 \
    grt_max_degree 85 \
    warnings 25 \
    syn2layout_area_growth_pct 15.6 \
    viasPerCell 5.45 \
    final_cell_mix "edfxtp_1, mux4_2, mux2i_1" \
    place_ws_ns 2.51 \
    cp_cell_sequence "buf_8 -> buf_12 -> buf_4 -> mux4_2 -> mux2_2 -> nand2_1 -> nand4_1 -> clkdlybuf4s50_1" \
    power_uw 9820 \
    cp.arrival_ns 5.05 \
    cp.required_ns 7.60 \
    drc 0 \
    tightestPinTransition_ns 0.943 \
    wl_microns 141000 \
    postCtsHoldBufs 0 \
]
-- path summary, 6_finish.rpt --
| kind | to | cells past startpoint |
|---|---|---|
| max | rd2[1] | 8 |
| min | rf[11][21] | 2 |
-- synth_stat cells (6+ instances only) --
library cell / number
buf_4: 31
o21ai_1: 18
a21oi_1: 68
and2_1: 34
a211oi_1: 18
buf_1: 13
nand2_1: 89
nand3_1: 52
mux4_2: 339
buf_2: 58
clkbuf_1: 85
buf_6: 15
a311o_1: 31
a22o_1: 45
o21ai_0: 14
mux2i_1: 316
and3_1: 14
nor2_1: 115
a22oi_1: 92
edfxtp_1: 992
nand4_1: 18
mux2_2: 34
a211o_1: 31
mux4_1: 9
nor2b_1: 36
a31oi_1: 14
nand3b_1: 6
-- area by class of cell --
cell class                      instances  area (sq um)  area share [%]
Timing Repair Buffer                  236          2150            4.00
Antenna cell                            1          2.50         0.00466
Clock buffer                          120          2640            4.91
Sequential cell                       992         29800            55.4
Clock inverter                         65           703            1.31
Inverter                                1          3.75         0.00698
Tap cell                             2044          2560            4.76
Multi-Input combinational cell       1404         15900            29.6
-- metrics by stage --
step / instances / hold slack (ns)
2_1_floorplan: 2601 / 2.00
3_3_place_gp: 4677 / 2.73
3_5_place_dp: 4677 / 2.73
4_1_cts: 4862 / 1.98
5_1_grt: 4863 / 2.03
6_report: 4863 / 2.01
-- power by group --
| group | internal, uW | switching (uW) | leakage (uW) |
|---|---|---|---|
| Clock | 2360 | 1690 | 0.00164 |
| Sequential | 4870 | 20.5 | 0.00894 |
| Combinational | 378 | 500 | 0.00683 |
-- routing by layer --
layer  part of all wire (%)  track usage (%)  wire length [microns]
met1                     33             21.9                  46600
met2                     47             29.4                  67000
met3                     17             14.5                  24100
met4                    2.5             3.92                   3520
met5                   0.17            0.400                    244
-- cell families (layout without fill, tap and decap cells) --
family	count (synthesis)	count (layout)	synth area share, %
DFF	992	992	64.1
muxes	698	698	24.6
AOI/OAI and AO/OA	332	332	5.17
and+or+nand+nor	374	374	3.85
other	0	1	0
buffers and inverters	205	422	2.36
Power and IR drop assume default switching activity.
